`design/flow/run.sh`:
```
#!/bin/bash
# OpenROAD 26Q1-2900-gdf79404cd8, Yosys 0.63+post, stock flow scripts
make -C /OpenROAD-flow-scripts/flow DESIGN_CONFIG=/design/flow/config.mk WORK_HOME=/design/flow/orfs finish
```
`design/flow/config.mk`:
```
export PLATFORM = sky130hd
export DESIGN_NAME = rgb_mixer
export DESIGN_NICKNAME = rgb_mixer
export VERILOG_FILES = /design/flow/design.v
export SDC_FILE = /design/flow/constraint.sdc
export NUM_CORES = 4
export LEC_CHECK = 1
export CORE_UTILIZATION = 30
```
`design/flow/constraint.sdc`:
```
current_design rgb_mixer

set clk_period 3.9
set clk_io_pct 0.2

create_clock -name clk0 -period $clk_period [get_ports {clk}]

set non_clock_inputs [all_inputs -no_clocks]
set_input_delay [expr $clk_period * $clk_io_pct] -clock clk0 $non_clock_inputs
set_output_delay [expr $clk_period * $clk_io_pct] -clock clk0 [all_outputs]
```
`design/flow/design.v`:
```
`default_nettype none
`timescale 1ns/1ns
module debounce #(
    parameter HIST_LEN = 8
)(
    input wire  clk,
    input wire  reset,
    input wire  button,
    output reg debounced
);
    localparam on_value = 2 ** HIST_LEN - 1 ;
    reg [HIST_LEN-1:0] button_hist;  
    always @(posedge clk) begin
        if (reset) begin
            button_hist <= 0;
            debounced <= 1'b0;
        end else begin 
                button_hist <= {button_hist[HIST_LEN-2:0], button};
            if(button_hist == on_value)           
                debounced <= 1'b1;
            else if(button_hist == {HIST_LEN{1'b0}})      
                debounced <= 1'b0;
        end
    end
endmodule
`default_nettype none
`timescale 1ns/1ns
module encoder #(
     parameter WIDTH = 8,
     parameter INCREMENT = 1'b1
    )
    (
     input wire a, 
     input wire b,
     input wire clk,
     input wire reset,
     output reg [WIDTH-1:0] value
    );
    reg old_a, old_b;
    always @(posedge clk) begin
	if (reset) begin
			value <= 0;
			old_a <= 0;
			old_b <= 0;
		end else begin
			old_a <= a;  
			old_b <= b;
			case({a, old_a, b, old_b})
				4'b1000 : value <= value + INCREMENT;
				4'b0111 : value <= value + INCREMENT;
				4'b0010 : value <= value - INCREMENT;
				4'b1101 : value <= value - INCREMENT;			
				default : value <= value;  
			endcase  
		end
    end
endmodule
`default_nettype none
`timescale 1ns/1ns
module pwm #(
    parameter INVERT = 0,  
    parameter WIDTH = 8
    )(
    input wire clk,
    input wire reset,
    output wire out,
    input wire [WIDTH-1:0] level
    );
    reg [WIDTH-1:0] counter;
    wire pwm_on = counter < level;  
    always @(posedge clk) begin
        if (reset) begin
            counter <= 0;
        end else begin
            counter <= counter + 1'b1;  
        end
    end
    assign out = reset ? 1'b0 :
        INVERT == 1'b0 ? pwm_on : !pwm_on;
endmodule
`default_nettype none   
`timescale 1ns/1ns
module rgb_mixer (
    input wire clk,
    input wire reset,
    input wire enc0_a,
    input wire enc0_b,
    input wire enc1_a,
    input wire enc1_b,
    input wire enc2_a,
    input wire enc2_b,
    output wire pwm0_out,
    output wire pwm1_out,
    output wire pwm2_out
);
    wire enc0_a_db, enc0_b_db;
    wire enc1_a_db, enc1_b_db;
    wire enc2_a_db, enc2_b_db;
    wire [7:0] enc0, enc1, enc2;
    debounce #(.HIST_LEN(8)) debounce0_a(.clk(clk), .reset(reset), .button(enc0_a), .debounced(enc0_a_db));
    debounce #(.HIST_LEN(8)) debounce0_b(.clk(clk), .reset(reset), .button(enc0_b), .debounced(enc0_b_db));
    debounce #(.HIST_LEN(8)) debounce1_a(.clk(clk), .reset(reset), .button(enc1_a), .debounced(enc1_a_db));
    debounce #(.HIST_LEN(8)) debounce1_b(.clk(clk), .reset(reset), .button(enc1_b), .debounced(enc1_b_db));
    debounce #(.HIST_LEN(8)) debounce2_a(.clk(clk), .reset(reset), .button(enc2_a), .debounced(enc2_a_db));
    debounce #(.HIST_LEN(8)) debounce2_b(.clk(clk), .reset(reset), .button(enc2_b), .debounced(enc2_b_db));
    encoder #(.WIDTH(8)) encoder0 (.clk(clk), .reset(reset), .a(enc0_a_db), .b(enc0_b_db), .value(enc0));
    encoder #(.WIDTH(8)) encoder1 (.clk(clk), .reset(reset), .a(enc1_a_db), .b(enc1_b_db), .value(enc1));
    encoder #(.WIDTH(8)) encoder2 (.clk(clk), .reset(reset), .a(enc2_a_db), .b(enc2_b_db), .value(enc2));
    pwm #(.WIDTH(8)) pwm0 (.clk(clk), .reset(reset), .level(enc0), .out(pwm0_out));
    pwm #(.WIDTH(8)) pwm1 (.clk(clk), .reset(reset), .level(enc1), .out(pwm1_out));
    pwm #(.WIDTH(8)) pwm2 (.clk(clk), .reset(reset), .level(enc2), .out(pwm2_out));
endmodule
```
==> results.yml <==
# implementation run metrics
clock_network:
  clk_path_buf_depth: 2
  worstSkewPairLatency_ps: 340
  post_cts.repair.setup_buffers: 0
  hold_buffers: 0
  cts_resized: 0
  cts-root-buf: "clkbuf_16"
  clock-sinks: 108
  htreeDepth: 3
  clkTransAtPathRegs_ps: 70
  cts_inserted_buffers: 9
  cts_tree: "yes"
setup_path:
  worstSetupPathType: "reg -> out"
  cp_slowest_cell: "clkdlybuf4s50_1"
  crit_chain: "inv_1 -> ha_1 -> a21o_1 -> a21o_1 -> a211oi_1 -> o21a_1 -> clkdlybuf4s50_1"
  crit_required_ps: 3120
  r2r_cells: 8
  critPathMaxFanout: 4
  max_stage_delay_ps: 480
  crit_top_cell: "a21o_1"
  arrival_ps: 2300
  worstSetupStartpointType: "flip-flop"
  endpoint_kind: "output pin"
sta:
  period_minus_slack_ps: 3080
  fin_setup_tns_ps: 0
  finalClockSkew_ps: 6.36
  fin_crit_sh: 0.789
  fmax_mhz: 325
  drv_slew: 0
  worstMarginPinSlew_ps: 644
  maxSlewHeadroom: 0.570
  hold_viol: 0
  setup_viol: 0
  rsz0062_at_grt: "false"
global_route:
  grt_usage: 0.100
  grt_overflow: 0
  grt_antenna_before_repair: 0
  grt_max_degree: 65
  first_global_vias: 3252
  grt_first_pass_wirelength_um: 14700
synthesis:
  synth_cells: 543
  yosysCellCount: 543
  edf_count: 0
  top_cell_area_share: 0.429
  yosys-top-cells-area: "dfxtp_1 43%, ha_1 11%, nor2b_1 6.5%"
  syn_area_per_cell_um2: 9.29
  syn-cell-area_um2: 5040
  yosys_area_um2: 5040
  flop_cell: "dfxtp_1"
  synth.largest_area_cell: "dfxtp_1"
  async_reset_ff_frac: 0
  ys_seq_frac: 0.429
  ys_seq_elements: 108
  yosysWarnings: 3
  ys_types: 48
floorplanning:
  core_area_um2: 16500
  die_width_um: 132
  chipArea_um2: 17300
  num_rows: 47
  die_h_um: 132
  fp_util: 0.305
  ioPinCount: 11
detailed_routing:
  ant_nets: 0
  vias_per_cell: 4.54
  via_count: 3531
  n_antenna_cell: 0
  totalWireLength_um: 8150
  drt-wirelength-per-cell_um: 10.5
  dr.pass1.iters: 4
  first_iter_violations: 92
  drc_errors: 0
power:
  p_leak_uw: 0.00234
  p_total_uw: 2170
  powerDensity_nw_per_um2: 381
  irDropWorstVdd_mv: 0.185
run_status:
  status: "finished clean"
worst_hold_path:
  whs_path_depth: 2
  min_path_type: "reg -> reg"
layout:
  logic_area_um2: 2720
  drive_gt1_frac: 0.0664
  synthToLayoutAreaGrowth_pct: 12.9
  flop_area_um2: 2160
  num-fill-cells: 1596
run:
  max_cap_violations: 0
  openroad.warnings: 26
place:
  dp_hpwl_um: 5470
  numPortBuffers: 10
  place.gp.congestion: 0.808
layout by cell type (no fill, tap or decap), drive strengths merged, types with 4 or more instances in the layout:
cell type,count
or4,7
nand2,38
a21oi,29
o311ai,4
nand2b,12
mux2,6
xor2,19
nor4,6
nor2b,52
a21o,15
clkbuf,10
dfxtp,108
nor2,45
and3,6
xnor2,15
clkdlybuf4s50,9
nand4,7
nand3,24
inv,34
o21ai,19
a211oi,10
ha,43
stage by stage:
stage	hold slack [ps]	instances	util	area [µm²]	worst slack, ps
final	455	777	0.344	5690	823
after global routing	480	777	0.344	5690	703
after CTS	462	777	0.344	5690	785
after detailed placement	444	761	0.325	5370	1100
after global placement	431	761	0.325	5370	1130
after floorplan	417	543	-	5040	1330
per-layer routing:
| layer | vias to the layer above | part of all wire | wire [µm] | GRT usage |
|---|---|---|---|---|
| met3 | 8 | 0.027 | 216 | 0.0158 |
| li1 | 1886 | - | - | - |
| met1 | 1609 | 0.55 | 4450 | 0.160 |
| met2 | 28 | 0.42 | 3380 | 0.148 |
| met4 | 0 | 0.012 | 94 | 0.0136 |
| met5 | - | 0 | 0 | 0 |
registers in the layout (all words and copies together), names as in the netlist, 8 cells and up:
name,flops
debounce1_a.button_hist,8
debounce1_b.button_hist,8
encoder0.value,8
debounce0_a.button_hist,8
debounce2_b.button_hist,8
debounce2_a.button_hist,8
encoder2.value,8
encoder1.value,8
pwm0.counter,8
debounce0_b.button_hist,8
pwm1.counter,8
pwm2.counter,8
path summary, 6_finish.rpt:
check	startpoint	end	slack (ps)
min reg2reg	debounce1_b.button_hist[4]	debounce1_b.debounced	460
min	debounce1_b.button_hist[4]	debounce1_b.debounced	460
max	encoder1.value[1]	pwm1_out	820
max reg2reg	debounce0_a.debounced	encoder0.value[7]	1180
final cells by class:
cell class,count,area share
clock buffers,10,0.0420
well taps,220,0.0484
clock inverters,6,0.0139
multi-input cells,392,0.478
repair buffers,11,0.0185
flip-flops and latches,108,0.380
inverters,30,0.0198
synthesized netlist by cell type (3+ instances only):
cell type  instances
a211oi_1           8
a21o_1            14
a21oi_1           26
a21oi_2            3
and3_1             6
clkbuf_1          12
dfxtp_1          108
fa_1               3
ha_1              43
inv_1             30
mux2_4             3
nand2_1           38
nand2b_1          12
nand3_1           24
nand4_1            7
nor2_1            45
nor2b_1           52
nor3_1             3
nor4_1             6
o21ai_0           18
o22ai_2            3
o311ai_0           3
or2b_1             3
or4_1              7
xnor2_1           15
xor2_1            19
power by group:
group / leakage, µW / total [µW] / switching, µW / internal, µW
Combinational: 0.00130 / 79.8 / 37.0 / 42.8
Clock: 0.000158 / 954 / 423 / 531
Sequential: 0.000875 / 1130 / 14.7 / 1120
Total: 0.00234 / 2170 / 475 / 1690
logic make-up (layout without fill, tap and decap cells):
logic type | count (synthesis) | after routing | share of synthesized area
xor gates and xnor gates | 34 | 34 | 0.0591
AOI/OAI and AO/OA | 92 | 92 | 0.123
buffers and inverters | 43 | 57 | 0.0323
muxes | 6 | 6 | 0.0156
adders and majority gates | 46 | 46 | 0.119
and+or+nand+nor | 214 | 214 | 0.222
DFF | 108 | 108 | 0.429
critical path: cells and delay by family, from the launching register on:
kind	cells	cell delay (ps)
flip-flops	1	410
AND-OR/OR-AND	4	710
adder cells (fa/ha/maj)	1	290
buffers and inverters	2	550
Power is estimated from default activity; no workload was simulated.
